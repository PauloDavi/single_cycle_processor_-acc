### /design/flow/constraint.sdc
current_design pc

set clk_period 1.7
set clk_io_pct 0.2

create_clock -name clk0 -period $clk_period [get_ports {clk}]

set non_clock_inputs [all_inputs -no_clocks]
set_input_delay [expr $clk_period * $clk_io_pct] -clock clk0 $non_clock_inputs
set_output_delay [expr $clk_period * $clk_io_pct] -clock clk0 [all_outputs]
### /design/flow/config.mk
export PLATFORM = sky130hd
export DESIGN_NAME = pc
export DESIGN_NICKNAME = pc
export VERILOG_FILES = /design/flow/design.v
export SDC_FILE = /design/flow/constraint.sdc
export NUM_CORES = 4
export LEC_CHECK = 1
export CORE_AREA = 10 10 70 70
export DIE_AREA = 0 0 80 80
### /design/flow/run.sh
#!/bin/bash
# OpenROAD 26Q1-2900-gdf79404cd8, Yosys 0.63+post, stock flow scripts
make -C /OpenROAD-flow-scripts/flow DESIGN_CONFIG=/design/flow/config.mk WORK_HOME=/design/flow/orfs finish
### /design/flow/design.v
module pc #(parameter PC_COUNT_WIDTH = 6)
           (clk,
            reset,
            jump_enable,
            jump_value,
            pc_count);
    input clk, reset, jump_enable;
    input [PC_COUNT_WIDTH - 1:0] jump_value;
    output reg [PC_COUNT_WIDTH - 1:0] pc_count;
    initial begin
        pc_count = 0;
    end
    always@ (posedge clk or posedge reset) begin
        if (reset)
            pc_count = 0;
        else begin
            if (jump_enable)
                pc_count = jump_value;
            else
                pc_count = pc_count + 1;
        end
    end
endmodule
==> out/qor.yml <==
post_synth_instance_area_um2: 286.5
worst-path-stages: 1
routed-via-count: 269
clockBufferDepth: 2
yosysCellCount: 29
p_leak_uw: 0.0001926
cts_buffers: 3
initial_antenna_violation_count: 0
diodes: 0
timing.critical_path.to_type: "output pin"
tritoncts: "yes"
ctsResizeCount: 0
placed_cells_incl_taps: 88
grt_overflow_total: 0
routed_wl_um: 827
initial_utilization_pct: 8.388
final_period_minus_worst_setup_slack_ns: 1.505
accumulated_negative_setup_slack_ns: 0
synth_flops: 6
reg2reg_setup_slack_ns: 0.54
dr.pass1.iters: 2
most-common-layout-cells: "sky130_fd_sc_hd__clkdlybuf4s50_1, sky130_fd_sc_hd__dfrtp_1, sky130_fd_sc_hd__nand2_1, sky130_fd_sc_hd__o21ai_0, sky130_fd_sc_hd__clkbuf_4"
setup_viol: 0
gp_congestion: 0.7475
fp.coreArea_mm2: 0.003416
count_of_unique_library_cells_instantiated_by_yosys: 14
placement.io_buffers: 14
ff2ff_path_depth: 3
timing.critical_path.from: "pc_count[2]$_DFF_PP0_"
post-cts-setup-buffer-count: 0
r2r-end: "pc_count[5]$_DFF_PP0_"
yosys.area.top_type_share_pct: 52.40
postSynthSeqShare_pct: 52.40
largest_register_ffs: 6
tightest_slew_ns: 0.3110
worstPathCellList: "clkdlybuf4s50_1"
post_route_cells_drive_above_1_share_pct: 11.11
design_power_total_uw: 411.1
critical_path_class: "reg2out"
clk_pin_slew_worst_paths_ns: 0.04
drv_cap: 0
worstPathArrival_ns: 1.17
crit_required_ns: 1.36
vdd_drop_max_mv: 0.4658
synth-area-yosys_um2: 286.5
ioPinCount: 15
hold_violations: 0
global_route_wire_length_before_repair_mm: 1.407
first_iter_violations: 13
cts_hold_buffers: 0
slew_headroom_pct: 79.20
clock_skew_ns: 0.001244
critical_path.top_delay_family: "buffers and inverters"
first_global_vias: 276
finalWorstSetupSlack_ns: 0.1946
post_synth.cell_area_avg_um2: 9.880
openroad.warnings: 25
postSynthCellCount: 29
die_height_um: 80
clk_latency_ns: 0.24
drt-vias-per-instance: 2.956
route.detailed.drc: 0
power_density_mw_per_mm2: 817.3
critical_path.startpoint_type: "register"
clk_root_buffer_cell: "sky130_fd_sc_hd__clkbuf_4"
outcome: "complete, no violations"
critPathMaxFanout: 4
place_worst_setup_slack_ns: 0.2199
maximum_number_of_pins_on_one_net_before_global_route_repair: 11
fp-row-count: 21
die_width_um: 80
synth_area_leader_cell: "sky130_fd_sc_hd__dfrtp_1"
detail-route-antenna-nets: 0
final-max-slew-violation-count: 0
chipArea_mm2: 0.006400
clock.fmax_mhz: 664.3
slowest_delay_ns: 0.50
worst_path_buffer_plus_inverter_count: 1
lay_top_count: "sky130_fd_sc_hd__clkdlybuf4s50_1"
routedWlPerCell_um: 9.088
top_cells_by_area: "sky130_fd_sc_hd__dfrtp_1, sky130_fd_sc_hd__o21ai_0, sky130_fd_sc_hd__nand2_1"
min_period_over_period_pct: 88.55
cts_max_level: 1
worst_path_max_delay_cell: "sky130_fd_sc_hd__clkdlybuf4s50_1"
unrepaired_setup_endpoints_after_global_routing: "no"
hp-class: "in2async"
groute.usage.overall_pct: 2.815
fin_cells: 91
layout-area-overhead-vs-synth_pct: 75.55
number_of_warnings_reported_in_the_yosys_synthesis_log: 1
r2r-start: "pc_count[2]$_DFF_PP0_"
clock-sinks: 6
[metrics by stage]
| stage | hold slack [ns] | util [%] | instance area [µm²] |
|---|---|---|---|
| 2_1_floorplan | 0.1310 | - | 286.5 |
| 3_3_place_gp | 0.5291 | 14.07 | 480.5 |
| 3_5_place_dp | 0.5469 | 14.07 | 480.5 |
| 4_1_cts | 0.3128 | 14.73 | 503.0 |
| 5_1_grt | 0.3338 | 14.73 | 503.0 |
| 6_report | 0.3121 | 14.73 | 503.0 |
[cell type report]
type | instances | area (µm²)
fill | 395 | 2913
sequential | 6 | 150.1
timing repair buffer | 14 | 140.1
multi-input combinational | 20 | 125.1
tap | 46 | 57.56
clock buffer | 3 | 22.52
inverter | 2 | 7.507
[layer usage]
layer	GRT usage [%]	wire length, µm	vias up
li1	-	-	130
met1	4.313	512	122
met2	2.568	192	17
met3	2.841	122	0
met4	0	0	0
met5	0	0	-
[power by group]
group	switching, µW	internal (µW)
sequential	23.7	163
combinational	30.1	69.7
clock	45.0	79.4
[cells in the mapped netlist]
cell                       instances
sky130_fd_sc_hd__dfrtp_1           6
sky130_fd_sc_hd__nand2_1           5
sky130_fd_sc_hd__o21ai_0           5
sky130_fd_sc_hd__inv_1             2
sky130_fd_sc_hd__xor2_1            2
sky130_fd_sc_hd__a31oi_1           1
sky130_fd_sc_hd__clkbuf_1          1
sky130_fd_sc_hd__ha_1              1
sky130_fd_sc_hd__mux2_2            1
sky130_fd_sc_hd__nand3_1           1
sky130_fd_sc_hd__nand3_2           1
sky130_fd_sc_hd__nor2_1            1
sky130_fd_sc_hd__or3_1             1
sky130_fd_sc_hd__xnor2_1           1
[logic make-up (layout without fill, tap and decap cells)]
logic type / Yosys count / after routing / synth area share, %
DFF: 6 / 6 / 52.40
and+or+nand+nor: 9 / 9 / 15.28
adders and majority gates: 1 / 1 / 4.366
muxes: 1 / 1 / 3.930
AOI/OAI and AO/OA: 6 / 6 / 10.92
buffers and inverters: 3 / 19 / 3.930
xor gates and xnor gates: 3 / 3 / 9.172
[worst max path at each step]
stage,to,slack (ns)
after global routing,pc_count[2],0.11
after CTS,pc_count[2],0.18
final,pc_count[2],0.19
