==> design.v <==
module alu #(parameter DATA_WIDTH = 8,
             parameter SELECT_WIDTH = 3)
            (reg_a,
             reg_b,
             select,
             out,
             zero_flag,
             carrier_flag,
             negative_flag);
    input [DATA_WIDTH - 1:0] reg_a, reg_b;
    input [SELECT_WIDTH - 1:0] select;
    output reg [DATA_WIDTH - 1:0] out;
    output reg zero_flag, carrier_flag, negative_flag;
    initial begin
        out           = {DATA_WIDTH{1'b0}};
        zero_flag     = 1'b0;
        carrier_flag  = 1'b0;
        negative_flag = 1'b0;
    end
    always @(*) begin
        case (select)
            3'b000: {carrier_flag, out} = reg_a + reg_b;     
            3'b001: begin                                    
                {carrier_flag, out} = reg_a - reg_b;
                if (reg_b > reg_a)
                    negative_flag = 1'b1;
                else
                    negative_flag = 1'b0;
            end
            3'b010: {carrier_flag, out} = reg_a << reg_b;  
            3'b011: {carrier_flag, out} = reg_a >> reg_b;  
            3'b100: {carrier_flag, out} = reg_b;           
            3'b101: {carrier_flag, out} = reg_a & reg_b;   
            3'b110: {carrier_flag, out} = reg_a | reg_b;   
            3'b111: {carrier_flag, out} = reg_a ^ reg_b;   
        endcase
    end
    always @(out) begin
        if (out == 0)
            zero_flag = 1'b1;
        else
            zero_flag = 1'b0;
    end
endmodule
==> run.sh <==
#!/bin/bash
# OpenROAD 26Q1-2900-gdf79404cd8, Yosys 0.63+post, stock flow scripts
make -C /OpenROAD-flow-scripts/flow DESIGN_CONFIG=/design/flow/config.mk WORK_HOME=/design/flow/orfs finish
==> config.mk <==
export PLATFORM = sky130hd
export DESIGN_NAME = alu
export DESIGN_NICKNAME = alu
export VERILOG_FILES = /design/flow/design.v
export SDC_FILE = /design/flow/constraint.sdc
export NUM_CORES = 4
export LEC_CHECK = 1
export CORE_UTILIZATION = 30
==> constraint.sdc <==
current_design alu

set clk_period 5.2
set clk_io_pct 0.2

create_clock -name clk0 -period $clk_period

set non_clock_inputs [all_inputs -no_clocks]
set_input_delay [expr $clk_period * $clk_io_pct] -clock clk0 $non_clock_inputs
set_output_delay [expr $clk_period * $clk_io_pct] -clock clk0 [all_outputs]
==> results.py <==
# Metrics from the implementation run
metrics = {
    "status": {
        "run_status": "complete, no violations",
    },
    "yosys": {
        "syn_area_per_cell_um2": 7.064,
        "largest_area_cell": "ha_1",
        "ys_async_sr_fraction": 0,
        "synth_cell_types": 60,
        "area_leaders": "ha_1 15%, mux4_2 7.7%, mux2i_1 6.9%",
        "yosysWarnings": 1,
        "ys.flop_type": "dlxtn_1",
        "yosys-top-cells-count": "31 x nor2_1, 24 x ha_1, 22 x o21ai_0",
        "yosysCellCount": 288,
        "yosys_area_um2": 2034,
        "most_common_cell": "nor2_1",
        "synth-seq-cells": 1,
        "synthesis.instances": 288,
        "syn-cell-area_um2": 2034,
        "edf_count": 0,
        "netlist.area_leader.share": 0.1476,
    },
    "layout": {
        "design_area_um2": 2794,
        "drive_above_1_share": 0.2297,
        "finalNonFillerCells": 421,
        "area_delta_synth_final_pct": 37.33,
        "largest_register_ffs": 1,
    },
    "floorplanning": {
        "chip_area_um2": 7115,
        "fp_util": 0.3150,
        "die_w_um": 84.35,
        "row_count": 29,
        "coreArea_um2": 6459,
        "die_y_um": 84.35,
        "ioPinCount": 30,
    },
    "global_routing": {
        "grt_antenna_before_repair": 0,
        "overflow": 0,
        "grt_max_degree": 17,
        "grt_pass1_vias": 2249,
        "grtUsageTotal": 0.2072,
        "grt_first_pass_wirelength_um": 11670,
    },
    "route": {
        "route.vias.total": 2432,
        "firstDrtPassIters": 20,
        "wire_per_inst_um": 16.86,
        "detail-route-antenna-nets": 0,
        "drc": 0,
        "drtIter0Drc": 151,
        "diodes": 0,
        "via_per_inst": 5.777,
        "drt-total-wl_um": 7096,
    },
    "timing": {
        "final.setup.tns_ps": 0,
        "fmax_ghz": 0.1978,
        "tightest_slew_ps": 672.9,
        "period_used_share": 0.9722,
        "unclocked_regs": 1,
        "untimed_endpoints": 2,
        "hold_viol_final": 0,
        "period_needed_ps": 5055,
        "finalSetupViolations": 0,
        "rsz0062_at_grt": "false",
        "slew_headroom": 0.5398,
        "setup_ws_ps": 144.5,
        "slew_violations": 0,
    },
    "worst_setup_path": {
        "cp-start-kind": "input pin",
        "cp.buffers_inverters": 4,
        "crit_required_ps": 4160,
        "path_delay_family": "buffers and inverters",
        "crit_path_frequent_cell": "clkdlybuf4s50_1",
        "max_stage_delay_ps": 650,
        "worstPathMaxFanout": 6,
        "critPathArrivalTime_ps": 4020,
        "path_class": "input pin to primary output",
        "end_kind": "primary output",
        "crit_chain": "clkdlybuf4s50_1 -> inv_1 -> buf_4 -> ha_1 -> o21ba_2 -> o21ai_0 -> a2111oi_0 -> nor2_1 -> xor2_1 -> o211ai_1 -> nor3_2 -> clkdlybuf4s50_1",
        "cp_slowest_cell": "a2111oi_0",
    },
    "flow_run": {
        "warning_count": 48,
        "cap_violations": 0,
    },
    "placement": {
        "place_congestion": 0.9621,
        "place_worst_setup_slack_ps": 4.383,
        "placed_cells": 420,
        "io_buffer_count": 30,
        "dp_hpwl_um": 5648,
        "placed_cell_area_um2": 2703,
    },
    "min_path": {
        "worstHoldEndpoint": "out[0]",
        "hp-class": "input pin to primary output",
        "hold_depth": 6,
        "min_from": "reg_a[0]",
    },
    "power_and_ir_drop": {
        "leakagePower_nw": 1.220,
        "p_per_area_nw_per_um2": 95.68,
        "irDropWorstVdd_mv": 0.04989,
    },
    "clock_network": {
        "cts_hold_buf": 0,
    },
}
worst max-delay path by stage:
stage | start | to | slack (ps) | depth (start not counted)
final | reg_b[1] | zero_flag | 140 | 12
after global routing | reg_b[3] | zero_flag | 20 | 11
after CTS | reg_a[0] | zero_flag | 5 | 13
kinds of logic after synthesis:
| logic type | count (synthesis) | synth area share |
|---|---|---|
| AOI/OAI and AO/OA | 97 | 0.3260 |
| and+or+nand+nor | 88 | 0.2165 |
| buffers and inverters | 46 | 0.09409 |
| adders and majority gates | 26 | 0.1673 |
| muxes | 24 | 0.1630 |
| xor gates and xnor gates | 6 | 0.02583 |
| latches | 1 | 0.007378 |
layout make-up:
cell class / count / area (um2)
Tap cell: 77 / 96.34
Timing Repair Buffer: 80 / 695.7
Fill cell: 633 / 3665
Sequential cell: 1 / 15.01
Multi-Input combinational cell: 241 / 1901
Inverter: 22 / 86.33
placed cells by master, fill, tap and decap left out, drive strengths merged, types with 4 or more instances in the layout:
master         Yosys  layout
a211oi             6       6
a21oi             21      21
a221oi             4       4
buf               14      50
clkdlybuf4s50      0      27
ha                24      24
inv               21      20
mux2i             14      14
mux4               7       7
nand2             18      18
nand4              4       4
nor2              31      31
nor2b              7       7
nor3               8       8
o211ai             6       6
o21ai             22      22
xor2               4       4
per-stage QoR:
step	util	hold slack [ps]	power, mW
after floorplan	-	2270	0.1392
after global routing	0.4326	3192	0.2920
after global placement	0.4184	3360	0.2522
final	0.4326	3133	0.2673
after CTS	0.4200	3361	0.2550
after detailed placement	0.4184	3360	0.2517
layer usage:
metal	global-route usage	share of wire
met4	0.03544	0.016
met5	0	0
met3	0.03088	0.089
met2	0.3234	0.45
met1	0.3124	0.44
report_power, final:
group	switching, mW	internal (mW)
clock network	0	0
registers	0.000178	0.00119
logic	0.132	0.134
total	0.132	0.136
what timing repair did:
item / in CTS / in global routing
pin swaps: 0 / 5
endpoints found under the setup margin: 1 / 3
gates resized: 2 / 16
setup buffers: 0 / 1
No activity file was given, so power comes from the tool's default toggle rates.
