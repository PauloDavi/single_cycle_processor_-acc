## flow/run.sh

```bash
#!/bin/bash
# OpenROAD 26Q1-2900-gdf79404cd8, Yosys 0.63+post, stock flow scripts
make -C /OpenROAD-flow-scripts/flow DESIGN_CONFIG=/design/flow/config.mk WORK_HOME=/design/flow/orfs finish
```

## flow/constraint.sdc

```tcl
current_design shift_register

set clk_period 1.1
set clk_io_pct 0.2

create_clock -name clk0 -period $clk_period [get_ports {clk}]

set non_clock_inputs [all_inputs -no_clocks]
set_input_delay [expr $clk_period * $clk_io_pct] -clock clk0 $non_clock_inputs
set_output_delay [expr $clk_period * $clk_io_pct] -clock clk0 [all_outputs]
```

## flow/design.v

```verilog
module shift_register #(parameter DATA_WIDTH = 8)
                       (clk,
                        data_in,
                        enable,
                        wr_enable,
                        reset,
                        output_data);
    input [DATA_WIDTH - 1:0] data_in;
    input clk, enable, wr_enable, reset;
    output output_data;
    reg [DATA_WIDTH - 1:0] buffer;
    always @ (posedge clk) begin
        if (reset)
            buffer <= {DATA_WIDTH{1'h0}};
        else if (wr_enable)
            buffer <= data_in;
        else if (enable)
            buffer <= {buffer[DATA_WIDTH - 2:0], 1'h0};
	end
    assign output_data = (enable) ? buffer[DATA_WIDTH-1] : 1'hz;
endmodule
```

## flow/config.mk

```make
export PLATFORM = sky130hd
export DESIGN_NAME = shift_register
export DESIGN_NICKNAME = shift_register
export VERILOG_FILES = /design/flow/design.v
export SDC_FILE = /design/flow/constraint.sdc
export NUM_CORES = 4
export LEC_CHECK = 1
export CORE_AREA = 10 10 70 70
export DIE_AREA = 0 0 80 80
```

==> impl_metrics.json <==
{
  "fmax_mhz": 993,
  "core-area_sq_um": 3420,
  "finalClockSkew_ns": 0.00550,
  "synth_stat.cells": 35,
  "ant_nets": 0,
  "timing.reg2reg.worst_path_depth": 2,
  "final_core_utilization_pct": 17.0,
  "placed_area_sq_um": 556,
  "cts.clk_slew.worst_paths_ns": 0.05,
  "timing_hold_violations_final": 0,
  "stdcell_area_sq_um": 579,
  "cp_data_required_time_ns": 0.88,
  "ioPinCount": 13,
  "cp_top_family": "flip-flops",
  "drive_gt1_share_pct": 15.4,
  "chain_of_cells_forming_the_critical_path": "dlygate4sd2_1",
  "critical_path_class": "reg2out",
  "run_status": "finished, final reports clean",
  "final-max-slew-violation-count": 0,
  "first_global_vias": 337,
  "hold-path-cell-count": 3,
  "wl_met1_um": 403,
  "tritoncts": "built",
  "netlist.area_leader.share_pct": 43.4,
  "wl_met2_um": 423,
  "p_leak_uw": 0.000233,
  "irDropWorstVdd_uv": 198,
  "timing.critical_path.slowest_stage_cell": "sky130_fd_sc_hd__dfxtp_2",
  "synth.top_cells.by_area": "sky130_fd_sc_hd__dfxtp_1, sky130_fd_sc_hd__mux2i_1, sky130_fd_sc_hd__a211oi_1, sky130_fd_sc_hd__nor2b_1, sky130_fd_sc_hd__buf_6",
  "synth.ff_latch_count": 8,
  "dieArea_sq_um": 6400,
  "synth_seq_share_pct": 43.4,
  "grt-ovfl-total": 0,
  "syn_area_per_cell_sq_um": 10.5,
  "synth.yosys.warnings": 2,
  "cell_type_with_the_largest_total_area_after_synthesis": "sky130_fd_sc_hd__dfxtp_1",
  "num_rows": 21,
  "track_usage_pct": 2.88,
  "yosysChipArea_sq_um": 369,
  "die-width_um": 80,
  "top_reg_by_flops": "buffer",
  "top_signal_layer_used": "met4",
  "floorplan.die.height_um": 80,
  "holdCritStartpoint": "enable",
  "setup_slack_of_the_critical_path_after_layout_ns": 0.0927,
  "route.vias.total": 297,
  "ctsRootBufferMaster": "sky130_fd_sc_hd__clkbuf_4",
  "route.met3.wl_um": 83,
  "timing.final.crit_period_ns": 1.01,
  "clk_path_buf_depth": 2,
  "endpoint_kind": "primary output",
  "crit-reg2reg-capture": "buffer[0]",
  "drt-vias-per-instance": 3.03,
  "drt-wirelength-per-cell_um": 9.36,
  "crit_arrival_ns": 0.79,
  "rsz_0062_raised_after_global_routing": "false",
  "number_of_antenna_violations_at_the_first_check_in_global_routing": 0,
  "clock_buffer_count_from_cts": 3,
  "worstPathBufferInverterCount": 1,
  "crit_cells": 1,
  "timing.hold.ws_ns": 0.342,
  "worst_skew_pair.late_latency_ns": 0.24,
  "cts_max_level": 1,
  "routed_wl_um": 917,
  "worst_slew_margin_rel_pct": 80.7,
  "hpwl_um": 777,
  "max_slew.worst_pin.slew_ns": 0.288,
  "final_tally_of_setup_violations": 0,
  "reg2reg_setup_slack_ns": 0.23,
  "first_pass_grt_wire_length_um": 1460,
  "dr.pass1.iters": 3,
  "mapped_area_sq_um": 369,
  "finalWeightedCongestion": 0.648,
  "worstReg2RegStart": "buffer[0]",
  "total_drc_errors_in_the_routed_layout": 0,
  "cts_sinks": 8,
  "log.warning_count": 25,
  "n_antenna_cell": 0,
  "worstSetupStartpointType": "register",
  "worstHoldPathType": "in2reg",
  "cp_slowest_stage_delay_ns": 0.31,
  "maximum_number_of_pins_on_one_net_before_global_route_repair": 9,
  "largest_register_ffs": 8,
  "synth_cell_types": 10,
  "portBuffers": 12,
  "fillers": 392,
  "fin_crit_sh_pct": 91.6,
  "drt_iter0_markers": 7,
  "areaGrowthSynthToFinish_pct": 56.9,
  "largest_registers": "buffer x8",
  "place_worst_setup_slack_ns": -0.254,
  "critPathMaxFanout": 2,
  "powerDensity_nw_per_um2": 1110,
  "combGateArea_sq_um": 184,
  "cap_violations": 0,
  "holdPathEnd": "buffer[0]",
  "seq_area_sq_um": 161,
  "synth_cells": 35,
  "floorplanUtilization_pct": 10.8
}
## cell usage after synthesis
library cell / instances
sky130_fd_sc_hd__a21oi_1: 1
sky130_fd_sc_hd__inv_1: 1
sky130_fd_sc_hd__nand2_1: 1
sky130_fd_sc_hd__dfxtp_1: 8
sky130_fd_sc_hd__clkdlybuf4s18_2: 1
sky130_fd_sc_hd__mux2i_1: 7
sky130_fd_sc_hd__a211oi_1: 7
sky130_fd_sc_hd__or3b_1: 1
sky130_fd_sc_hd__buf_6: 1
sky130_fd_sc_hd__nor2b_1: 7
## how the worst max path moves through the flow
stage,from,endpoint,slack [ns]
after CTS,enable,buffer[2],0.05
after global routing,buffer[7],output_data,0.05
final,buffer[7],output_data,0.09
## repair_timing
action / CTS / global route
buffers inserted: 0 / 0
hold buffers: 0 / 0
resized: 3 / 1
setup endpoints to repair: 2 / 3
endpoints found under the hold margin: 0 / 0
## power breakdown
group | switching [uW] | internal (uW)
sequential | 9.28 | 312
combinational | 40.2 | 71.6
clock | 84.6 | 124
## stage by stage
| stage | total power, uW | setup TNS, ns | std cells |
|---|---|---|---|
| global placement | 441 | -1.76 | 95 |
| finish | 641 | 0 | 98 |
| detailed placement | 443 | -1.79 | 95 |
| CTS | 652 | 0 | 98 |
| global route | 681 | 0 | 98 |
| floorplan | 379 | 0 | 35 |
## placed cells by master, fill, tap and decap left out, drive strengths merged
| master | count |
|---|---|
| a211oi | 7 |
| a21oi | 1 |
| buf | 4 |
| clkbuf | 3 |
| clkdlybuf4s50 | 9 |
| dfxtp | 8 |
| dlygate4sd2 | 2 |
| dlymetal6s2s | 1 |
| inv | 1 |
| mux2i | 7 |
| nand2 | 1 |
| nor2b | 7 |
| or3b | 1 |
## cell families (layout without fill, tap and decap cells)
kind of cell           Yosys count  in the layout  share of synthesized area (%)
and+or+nand+nor                  9              9                           15.3
AOI/OAI and AO/OA                8              8                           15.6
buffers and inverters            3             20                           6.78
muxes                            7              7                           19.0
DFF                              8              8                           43.4
## layout make-up
cell class                 instances  area share (%)
inverter                           1           0.648
timing repair buffer              16            25.9
clock buffer                       3            3.89
tap                               46            9.94
multi-input combinational         24            31.7
sequential                         8            27.9
## per-layer routing
metal | track usage, % | up-vias
li1 | - | 162
met1 | 3.22 | 127
met2 | 4.41 | 6
met3 | 1.93 | 2
met4 | 0.704 | 0
met5 | 0 | -
No activity file was given, so power comes from the tool's default toggle rates.
